===== run.sh =====
#!/bin/bash
# OpenROAD 26Q1-2900-gdf79404cd8, Yosys 0.63+post, stock flow scripts
make -C /OpenROAD-flow-scripts/flow DESIGN_CONFIG=/design/flow/config.mk WORK_HOME=/design/flow/orfs finish

===== config.mk =====
export PLATFORM = sky130hd
export DESIGN_NAME = lottery
export DESIGN_NICKNAME = lottery
export VERILOG_FILES = /design/flow/design.v
export SDC_FILE = /design/flow/constraint.sdc
export NUM_CORES = 4
export LEC_CHECK = 1
export CORE_UTILIZATION = 30

===== constraint.sdc =====
current_design lottery

set clk_period 4.8
set clk_io_pct 0.2

create_clock -name clk0 -period $clk_period [get_ports {scan}]

set non_clock_inputs [all_inputs -no_clocks]
set_input_delay [expr $clk_period * $clk_io_pct] -clock clk0 $non_clock_inputs
set_output_delay [expr $clk_period * $clk_io_pct] -clock clk0 [all_outputs]

===== design.v =====
module bet(
	input [4:0] N_in, 
	input reset, scan, SYSRDY,
	output [4:0] B1, B2, B3, B4, 
	output RD_ERR, V, finish,
	output [1:0] number
);
	reg [4:0] b1, b2, b3, b4;
	reg [2:0] line;
	reg err, v, f;
	reg [1:0] n;
	assign B1 = b1;  
	assign B2 = b2;  
	assign B3 = b3;  
	assign B4 = b4;  
	assign RD_ERR = err;  
	assign V = v;  
	assign finish = f;  
	assign number = n;  
	always @ (posedge scan or negedge reset) begin
		if(!reset) begin  
			err = 0;
			b1 = 0;
			b2 = 0;
			b3 = 0;
			b4 = 0;
			line = 0;
			n = 0;
			v = 0;
			f = 0;
		end
		else if (reset && SYSRDY) begin  
			if(N_in == 0)  
				err = 1;
			else if(line == 0) begin  
				if(N_in > 6 || N_in == 0)  
					err = 1;
				else begin 
					line = N_in;  
					n = 0;  
					err = 0;  
					v = 1;  
					b1 = 0;
					b2 = 0;
					b3 = 0;
					b4 = 0;
				end
			end
			else begin
			if(n == 0) begin  
				b1 = N_in;
				n = 1;  
				v = 0; 
			end
			else if(n == 1) begin  
				if(N_in == b1)  
					err = 1;
				else begin  
					b2 = N_in;
					n = 2;  
					v = 0; 
					err = 0;
				end	
			end
			else if(n == 2) begin
				if(N_in == b1 || N_in == b2)  
					err = 1;
				else begin
					b3 = N_in;
					n = 3;
					v = 0; 
					err = 0;
				end
			end 
			else if(n == 3) begin  
				if(N_in == b1 || N_in == b2 || N_in == b3)  
					err = 1;
				else begin
					b4 = N_in;
					n = 0;  
					line = line - 1;  
					v = 0; 
					err = 0;
					if(line == 0)  
						f = 1;
				end				
			end
			end
		end
	end 
	endmodule 
module cash(
	input [9:0] sum, 
	input reset, V, finish,
	output [2:0] Eur100, 
	output [3:0] Eur010, Eur001,
	output winner, not_a_win
);
	reg [9:0] count, count_c, count_d;
	reg w, w_;
	reg [2:0] c;
	reg [3:0] d, u;
	assign Eur100 = c;  
	assign Eur010 = d;  
	assign Eur001 = u;  
	assign winner = w;  
	assign not_a_win = w_;  
	always @ (posedge finish or negedge reset) begin  
		if(!reset) begin
			c = 3'b0;
			d = 4'b0;
			u = 4'b0;
			w = 0;
			w_ = 0;
		end
		else begin
			if(V) begin  
				w = 0;
				w_ = 0;
			end
			else if(sum == 0) begin  
				w = 0;	
				w_ = 1;
				c = 3'b0;
				d = 4'b0;
				u = 4'b0;
			end
			else begin  
				w = 1;
				w_ = 0;
				count = sum; 
				if(count >= 700) begin
					count_c = count - 700;
					c = 7;
				end
				else if(count >= 600) begin
					count_c = count - 600;
					c = 6;
				end
				else if(count >= 500) begin
					count_c = count - 500;
					c = 5;
				end
				else if(count >= 400) begin
					count_c = count - 400;
					c = 4;
				end
				else if(count >= 300) begin
					count_c = count - 300;
					c = 3;
				end
				else if(count >= 200) begin
					count_c = count - 200;
					c = 2;
				end
				else if(count >= 100) begin
					count_c = count - 100;
					c = 1;
				end
				else if(count < 100) begin
					c = 0;
					count_c = count;
				end
				if(count_c >= 90) begin
					count_d = count_c - 90;
					d = 9;
				end
				else if(count_c >= 80) begin
					count_d = count_c - 80;
					d = 8;
				end
				else if(count_c >= 70) begin
					count_d = count_c - 70;
					d = 7;
				end
				else if(count_c >= 60) begin
					count_d = count_c - 60;
					d = 6;
				end
				else if(count_c >= 50) begin
					count_d = count_c - 50;
					d = 5;
				end
				else if(count_c >= 40) begin
					count_d = count_c - 40;
					d = 4;
				end
				else if(count_c >= 30) begin
					count_d = count_c - 30;
					d = 3;
				end
				else if(count_c >= 20) begin
					count_d = count_c - 20;
					d = 2;
				end
				else if(count_c >= 10) begin
					count_d = count_c - 10;
					d = 1;
				end
				else if(count_c < 10) begin
					count_d = count_c;
					d = 0;
				end
				if(count_d < 10)
					u = count_d;
			end
		end
	end
endmodule 
module check_bet(
	input [4:0] W1, W2, W3, W4, B1, B2, B3, B4, 
	input scan, reset, RD_ERR, 
	input [1:0] number, 
	output [9:0]sum  
);
reg [2:0]h;
reg [9:0]s;  
assign sum = s;
always @ (posedge scan or negedge reset) begin  
	if(!reset) begin
		h = 0;
		s = 0;
	end
	else if(!RD_ERR)begin  
		if(number == 0) begin
		 if(B1 == W1 || B1 == W2 || B1 == W3 || B1 == W4)  
			h = 1;
		 else
			h = 0;
		end
		else if(number == 1) begin
		 if(B2 == W1 || B2 == W2 || B2 == W3 || B2 == W4)  
			h = h + 1;
		 else
			h = h + 0;
		end
		else if(number == 2) begin
		 if(B3 == W1 || B3 == W2 || B3 == W3 || B3 == W4)  
			h = h + 1;
		 else
			h = h + 0;
		end
		else if(number == 3) begin
		 if(B4 == W1 || B4 == W2 || B4 == W3 || B4 == W4)  
			h = h + 1;
		 else
			h = h + 0;
			case(h)
				0: s = s + 0;  
				1: s = s + 1;  
				2: s = s + 5;  
				3: s = s + 25;  
				4: s = s + 125;  
			endcase
		end
	end
end
endmodule 
module lottery(
	input [4:0] W1, W2, W3, W4, N_in, 
	input reset, scan,
	output SYSRDY, winner, not_a_win, RD_ERR, 
	output [2:0] Eur100, 
	output [3:0] Eur010, Eur001
);
	wire V, finish;
	wire [1:0] number;
	wire [9:0] sum;
	wire [4:0] B1, B2, B3, B4;
	winning_number U1 (W1, W2, W3, W4, SYSRDY);
	bet U2 (N_in, reset, scan, SYSRDY, B1, B2, B3, B4, RD_ERR, V, finish, number);
	check_bet U3 (W1, W2, W3, W4, B1, B2, B3, B4, scan, reset, RD_ERR, number, sum);
	cash U4 (sum, reset, V, finish, Eur100, Eur010, Eur001, winner, not_a_win);
	endmodule 
module winning_number(
	input [4:0] W1, W2, W3, W4,  
	output SYSRDY  
);
	reg rdy;
	assign SYSRDY = rdy;
	always @ (W1 or W2 or W3 or W4) begin 
		if(W1 == 0 || W2 == 0 || W3 == 0 || W4 == 0 || W1 == W2 || W1 == W3 || W1 == W4 || W2 == W3 || W2 == W4 || W3 == W4)
			rdy = 0;
		else
			rdy = 1;
	end 
endmodule 

==> reports/qor.csv <==
stage;metric;value;unit
die;core;0.0246;mm²
timing;unclocked_pins;13;
route;detailroute.via_count;7108;
pwr;ir_drop;0.435;mV
outcome;status;completed;
synthesis;yosys.area.top_type;dfrtp_1;
clock_network;ctsResizeCount;0;
global_routing;grt_use_met1;0.265;
synthesis;yosysUniqueCellTypes;88;
global_routing;grtUsageMet3;0.0173;
placed_design;dp_cells;1266;
timing;fmax;0.234;GHz
placed_design;dp_hpwl;16600;µm
synthesis;area_leaders;dfrtp_1, xnor2_1, xor2_1;
global_routing;gr-usage-met2;0.270;
synthesis;yosys_warnings;4;
setup_path;path_class;input pin to output pin;
finish;area_growth;9.98;%
route;dr.pass1.iters;5;
setup_path;rr_worst_depth;16;
synthesis;ys_cells;961;
synthesis;ys_chip_area;0.00761;mm²
synthesis;top_cell_area_share;0.181;
timing;whs;548;ps
die;ios;42;
setup_path;cpMostUsedCell;clkdlybuf4s50_1;
global_routing;grt_usage;0.172;
die;fp-utilization;0.309;
timing;finalSetupTns;0;ps
synthesis;avgSynthCellArea;7.92;µm²
timing;min_period_over_period;0.891;
clock_network;path_clk_slew;60;ps
timing;untimed_endpoints;26;
finish;mostFrequentLayoutCells;xnor2_1, xor2_1, nand2_1, dfrtp_1, nor2_1;
placed_design;dpl-instance-area;0.00823;mm²
setup_path;crit_path_max_fanout;8;
placed_design;portBuffers;41;
flow_run;max-cap-violations;0;
clock_network;cts_buffer_depth;2;
global_routing;antenna_found_initial;0;
setup_path;critPathCapture;SYSRDY;
synthesis;syn_inst;961;
placed_design;gp_congestion;0.973;
synthesis;synth-edff-count;0;
setup_path;reg2reg_to;U3.s[9];
route;drc_errors;0;
route;drtIter0Drc;709;
clock_network;htree_levels;2;
finish;lay_top_count;xnor2_1;
flow_run;log.warning_count;54;
die;die_width;161;µm
finish;finalNonFillerCells;1274;
die;rows;57;
clock_network;postCtsSetupRepairBufs;0;
timing;setup_viol;0;
timing;maxSlewViolCount;0;
clock_network;ctsHoldBuffers;0;
setup_path;worstPathArrival;3320;ps
timing;worstMarginPinSlew;824;ps
synthesis;flop_cell;dfrtp_1;
synthesis;netlist_area;0.00761;mm²
global_routing;grt_max_degree;57;
finish;drive_above_1_share;0.0905;
synthesis;yosysSeqAreaShare;0.184;
setup_path;cp-startpoint;W2[1];
global_routing;grt-ovfl-total;0;
setup_path;start_kind;input pin;
timing;max_slew_margin;0.451;
global_routing;grt_busiest_layer;met2;
synthesis;numSynthFlops;56;
global_routing;grt_pass1_wl;35800;µm
timing;fin_crit;4280;ps
setup_path;rrSetupSlack;1640;ps
setup_path;required;3840;ps
route;avgViaCountPerCell;5.58;
clock_network;cts_root_buffer;clkbuf_16;
clock_network;cts_tree;built;
setup_path;crit_slowest_cell;clkdlybuf4s50_1;
synthesis;postSynth.asyncResetShare;1.00;
route;wl;22000;µm
route;wl_per_cell;17.3;µm
die;die-height;161;µm
hold_path;hold_class;register to register;
route;antenna_left;0;
timing;rsz0062_at_grt;no;
finish;finalInstanceArea;0.00837;mm²
pwr;power_density;795;mW/mm²
pwr;leakage;3.25;nW
timing;skew;5.27;ps
clock_network;cts_buffers;5;
setup_path;path_cells;clkdlybuf4s50_1 > or4_1 > nor2_1 > nor4_1 > nand4_1 > a31oi_1 > clkdlybuf4s50_1;
timing;finalHoldViolCount;0;
die;chipArea;0.0260;mm²
global_routing;grt_pass1_vias;6513;
clock_network;insertion_delay;290;ps
route;antenna_cells;0;
setup_path;slowest_delay;730;ps
setup_path;worstReg2RegStart;U2.b4[2];
setup_path;end_kind;output pin;
cells by family after synthesis:
logic type,after synthesis,share of synthesized area
AOI/OAI and AO/OA,276,0.263
buffers and inverters,119,0.0662
DFF,56,0.184
xor gates and xnor gates,153,0.176
adders and majority gates,45,0.0740
and+or+nand+nor,284,0.196
muxes,28,0.0403
layout make-up:
| cell class | count | area, µm² |
|---|---|---|
| clock buffers | 6 | 129 |
| well taps | 324 | 405 |
| clock inverters | 2 | 12.5 |
| multi-input cells | 786 | 5710 |
| flip-flops and latches | 56 | 1400 |
| fillers | 2521 | 16200 |
| repair buffers | 65 | 586 |
| inverters | 35 | 131 |
worst min path at each step:
stage	start	end	slack (ps)	depth (start not counted)
final	U2.line[2]	U2.line[2]	550	2
after CTS	U2.line[2]	U2.line[2]	550	2
after global routing	U2.line[2]	U2.line[2]	600	2
registers in the layout, indices dropped and copies added, names as in the netlist, 3 cells and up:
name	count
U4.d	4
U2.b1	5
U4.c	3
U2.n	4
U3.s	10
U3.h	3
U2.b2	5
U4.u	4
U2.b4	5
U2.line	3
U2.b3	5
metal layers:
layer / vias up / share of wire
met2: 318 / 0.46
met3: 24 / 0.070
met1: 3306 / 0.46
li1: 3460 / -
met4: 0 / 0.011
met5: - / 0
through the flow:
stage               utilization  power (W)  worst slack (ps)
finish                    0.340    0.00666               521
CTS                       0.340    0.00659               564
global placement          0.335    0.00625               588
detailed placement        0.335    0.00622               539
global route              0.340    0.00726               429
floorplan                     -    0.00509               665
power by group:
| part | total [W] | switching (W) | leakage, nW | internal, W |
|---|---|---|---|---|
| logic | 0.00532 | 0.00311 | 2.51 | 0.00221 |
| clock network | 0.000331 | 0.000139 | 0.0669 | 0.000192 |
| registers | 0.00101 | 0.000423 | 0.677 | 0.000583 |
| total | 0.00666 | 0.00367 | 3.25 | 0.00299 |
Yosys cell counts, types with 7 or more instances:
cell,number
xnor2_1,79
xor2_1,74
nand2_1,63
clkbuf_1,61
dfrtp_1,55
nor2_1,48
o21ai_0,46
ha_1,45
a21oi_1,44
nor3_1,39
nand3_1,34
inv_1,31
a31oi_1,22
mux2_2,21
nor2b_1,16
a211oi_1,15
o211ai_1,13
a22o_1,12
a21o_1,11
and2_1,11
o31ai_1,11
or3_1,10
nand2b_1,9
buf_1,8
nor4_1,8
a31o_2,7
mux2i_1,7
nand4_1,7
o21a_1,7
or4_1,7
critical path: cells and delay by family:
family          cells  cell delay (ps)
compound gates      1              430
buf+inv             2             1300
simple gates        4              630
No activity file was given, so power comes from the tool's default toggle rates.
